==> ./design.v <==
`timescale 1ns / 1ps
module clock_divider ( cin, cout );
 input cin;
 output cout;
 parameter timeconst = 20; 
 integer count0;
 integer count1;
 integer count2;
 integer count3;
 reg d;
 reg cout;
initial begin
count0=0;
count1=0;
count2=0;
count3=0;
d = 0;
end
 always @ (posedge cin )
begin
 count0 <= (count0 + 1);
 if ((count0 == timeconst))
begin 
 count0 <= 0;
 count1 <= (count1 + 1);
end
 else if ((count1 == timeconst))
begin
 count1 <= 0;
 count2 <= (count2 + 1);
end
 else if ((count2 == timeconst))
begin
 count2 <= 0;
 count3 <= (count3 + 1);
end
 else if ((count3 == timeconst))
begin
 count3 <= 0;
 d <= ~ (d);
end
 cout <= d;
end  
endmodule
==> ./run.sh <==
#!/bin/bash
# OpenROAD 26Q1-2900-gdf79404cd8, Yosys 0.63+post, stock flow scripts
make -C /OpenROAD-flow-scripts/flow DESIGN_CONFIG=/design/flow/config.mk WORK_HOME=/design/flow/orfs finish
==> ./config.mk <==
export PLATFORM = sky130hd
export DESIGN_NAME = clock_divider
export DESIGN_NICKNAME = clock_divider
export VERILOG_FILES = /design/flow/design.v
export SDC_FILE = /design/flow/constraint.sdc
export NUM_CORES = 4
export LEC_CHECK = 1
export CORE_UTILIZATION = 40
==> ./constraint.sdc <==
current_design clock_divider

set clk_period 8.7
set clk_io_pct 0.2

create_clock -name clk0 -period $clk_period [get_ports {cin}]

set non_clock_inputs [all_inputs -no_clocks]
set_input_delay [expr $clk_period * $clk_io_pct] -clock clk0 $non_clock_inputs
set_output_delay [expr $clk_period * $clk_io_pct] -clock clk0 [all_outputs]
==> results.sh <==
# source this file to load flow results
export IMPL_critical_path_max_fanout=1
export IMPL_worst_ir_drop_vdd_mv=0.1680
export IMPL_netlist_top_cell_by_area="sky130_fd_sc_hd__edfxtp_1"
export IMPL_power_density_nw_per_um2=179.0
export IMPL_cts_root_buf="sky130_fd_sc_hd__clkbuf_16"
export IMPL_area_growth_pct=12.12
export IMPL_hpwlAfterDp_um=7730
export IMPL_hold_violations=0
export IMPL_max_slew_margin_pct=36.34
export IMPL_setup_total_negative_slack_ps=0
export IMPL_synth_top_flop_cell="sky130_fd_sc_hd__edfxtp_1"
export IMPL_timing_critical_path_required_ps=6960
export IMPL_worst_setup_skew_after_layout_ps=10.44
export IMPL_critical_path_reg2reg_startpoint="count1[0]"
export IMPL_max_clock_freq_ghz=0.3446
export IMPL_first_iter_violations=360
export IMPL_synth_area_yosys_um2=6824
export IMPL_hold_path_class="flop to flop"
export IMPL_worst_setup_path_type="flop to output pin"
export IMPL_fin_crit_sh_pct=33.36
export IMPL_setup_worst_path_end="cout"
export IMPL_fin_util_pct=45.97
export IMPL_route_antenna_diode_count=0
export IMPL_drv_max_cap_violation_count=0
export IMPL_grt_setup_unrepaired="no"
export IMPL_synthesized_cell_area_um2=6824
export IMPL_critPathTopFamily="buffers and inverters"
export IMPL_clkTransAtPathRegs_ps=60
export IMPL_drt_pass1_iterations=4
export IMPL_area_leaders="sky130_fd_sc_hd__edfxtp_1 (43%), sky130_fd_sc_hd__dfxtp_1 (9.7%), sky130_fd_sc_hd__xor2_1 (7.7%), sky130_fd_sc_hd__xnor2_1 (6.9%), sky130_fd_sc_hd__nor2_1 (6.7%)"
export IMPL_synth_cells_yosys=676
export IMPL_synth_yosys_warnings=1
export IMPL_rows=47
export IMPL_port_buffer_count=1
export IMPL_maxSlewViolCount=0
export IMPL_first_global_vias=4575
export IMPL_grt_pass1_wl_um=21400
export IMPL_netlist_area_leader_share_pct=42.68
export IMPL_route_vias_total=4744
export IMPL_timing_reg2reg_worst_path_depth=8
export IMPL_drt_drc_violations_left=0
export IMPL_post_synth_inst_count=676
export IMPL_antenna_left=0
export IMPL_placeableCoreArea_um2=16640
export IMPL_worst_skew_pair_late_latency_ps=410
export IMPL_setup_worst_path_end_class="output pin"
export IMPL_crit_chain="clkdlybuf4s50_1"
export IMPL_synth_edff_count=97
export IMPL_critPathBufInv=1
export IMPL_fp_dieArea_um2=17590
export IMPL_seq_area_frac_synth_pct=52.37
export IMPL_share_of_final_layout_standard_cells_stronger_than_drive_strength_1_pct=7.071
export IMPL_hold_path_startpoint="d"
export IMPL_cts_max_path_buffers=2
export IMPL_tritoncts_num_buffers=17
export IMPL_ctsHtreeMaxLevel=4
export IMPL_crit_start="cout"
export IMPL_tritoncts_num_sinks=130
export IMPL_wirelength_um=11950
export IMPL_synth_area_per_cell_um2=10.09
export IMPL_globalplace_congestion=0.8382
export IMPL_p_leak_nw=2.802
export IMPL_grt_usage_pct=15.37
export IMPL_max_slew_worst_pin_slew_ps=947.1
export IMPL_tritoncts_clock_tree="yes"
export IMPL_layout_min_cycle_time_ps=2902
export IMPL_warnings=29
export IMPL_crit_slowest_cell="sky130_fd_sc_hd__clkdlybuf4s50_1"
export IMPL_grt_antenna_before_repair=0
export IMPL_postSynthRegisterBits=130
export IMPL_critPathLaunchType="flop"
export IMPL_setup_viol=0
export IMPL_synthMostInstantiatedCell="sky130_fd_sc_hd__nor2_1"
export IMPL_async_set_reset_flop_share_out_of_synthesis_pct=0
export IMPL_arrival_ps=1160
export IMPL_dieHeight_um=132.6
export IMPL_grt_overflow=0
export IMPL_num_io_pins=2
export IMPL_timing_critical_path_slowest_cell_delay_ps=440
export IMPL_cp_depth=1
export IMPL_floorplanUtilization_pct=41.00
export IMPL_run_status="complete, no violations"
export IMPL_cts_repair_resize_count=0
export IMPL_common_cells="sky130_fd_sc_hd__nor2_1 (121), sky130_fd_sc_hd__edfxtp_1 (97), sky130_fd_sc_hd__xor2_1 (60)"
export IMPL_post_cts_buffers=0
export IMPL_yosys_cell_types_count=36
export IMPL_numPlacedInstances=881
export IMPL_cts_hold_buffers_added=0
export IMPL_largest_net_degree_at_the_start_of_global_routing=40
export IMPL_die_width_um=132.6
export IMPL_reg2reg_slack_ps=5860
export IMPL_count_of_non_filler_cells_in_the_finished_layout=913
export IMPL_detail_route_wl_per_cell_um=13.09
export IMPL_route_detailed_vias_per_inst=5.196
export IMPL_worstReg2RegEnd="count1[1]"
routing by layer:
layer	global-route usage, %	wire, um	vias to the layer above
met2	22.08	5143	82
met3	4.063	537	8
met5	0	0	-
met1	25.51	6163	2226
met4	1.788	108	0
li1	-	-	2428
layout make-up:
cell class / instances / area, um2
clock buffer: 17 / 425.4
inverter: 22 / 82.58
sequential: 130 / 3573
fill: 1478 / 8991
clock inverter: 15 / 172.7
tap: 220 / 275.3
multi-input combinational: 503 / 3074
timing repair buffer: 6 / 47.55
power by group:
| group | total (W) | internal, W | leakage (nW) | switching, W |
|---|---|---|---|---|
| Clock | 0.000712 | 0.000430 | 0.289 | 0.000282 |
| Sequential | 0.000657 | 0.000657 | 1.39 | 0 |
| Combinational | 0.00000000112 | 0 | 1.12 | 0 |
cells by family (layout without fill, tap and decap cells):
logic type | Yosys count | in the layout | share of synthesized area, %
flip-flops | 130 | 130 | 52.37
adder cells (fa/ha/maj) | 8 | 8 | 1.467
buffers and inverters | 43 | 60 | 2.640
AND/OR/NAND/NOR | 367 | 367 | 27.80
AND-OR/OR-AND | 14 | 14 | 1.100
XOR/XNOR | 114 | 114 | 14.63
per-stage QoR:
step                      setup slack, ps  instance area (um2)  hold slack [ps]  power (W)
after detailed placement             5834                 7053            368.9  0.0006704
after floorplan                      4301                 6824            348.0  0.0006704
after CTS                            5769                 7651            381.8   0.001387
after global routing                 5591                 7651            404.0   0.001416
final                                5798                 7651            377.9   0.001369
after global placement               5864                 7053            364.9  0.0006704
placed cells by master, fill, tap and decap left out, types with 6 or more instances in the layout:
cell type / n
sky130_fd_sc_hd__nand4_1: 47
sky130_fd_sc_hd__edfxtp_1: 97
sky130_fd_sc_hd__a21oi_1: 6
sky130_fd_sc_hd__xor2_1: 60
sky130_fd_sc_hd__nand2_1: 45
sky130_fd_sc_hd__xnor2_1: 54
sky130_fd_sc_hd__and4_1: 11
sky130_fd_sc_hd__or3_1: 7
sky130_fd_sc_hd__nand3_1: 47
sky130_fd_sc_hd__inv_1: 22
sky130_fd_sc_hd__and3_1: 8
sky130_fd_sc_hd__nor4_1: 29
sky130_fd_sc_hd__clkbuf_16: 17
sky130_fd_sc_hd__nor2_1: 121
sky130_fd_sc_hd__dfxtp_1: 33
sky130_fd_sc_hd__and2_1: 12
sky130_fd_sc_hd__nor3_1: 18
sky130_fd_sc_hd__o21ai_0: 6
sky130_fd_sc_hd__ha_1: 8
worst min-delay path by stage:
| stage | slack (ps) | depth (start not counted) | endpoint |
|---|---|---|---|
| finish | 380 | 0 | cout |
| global route | 400 | 0 | cout |
| CTS | 380 | 0 | cout |
sequential cells by signal, indices dropped and copies added, names as in the netlist:
signal  flops
count0     32
count1     32
count2     32
count3     32
cout        1
d           1
Power is estimated from default activity; no workload was simulated.
