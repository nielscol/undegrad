==> flow/design.v <==
`timescale 1ns / 1ps
module s_clock_divider ( cin, cout );
 input cin;
 output cout;
 parameter timeconst = 60; 
 integer count0;
 integer count1;
 integer count2;
 integer count3;
 reg d;
 reg cout;
initial begin
count0=0;
count1=0;
count2=0;
count3=0;
d = 0;
end
 always @ (posedge cin )
begin
 count0 <= (count0 + 1);
 if ((count0 == timeconst))
begin 
 count0 <= 0;
 count1 <= (count1 + 1);
end
 else if ((count1 == timeconst))
begin
 count1 <= 0;
 count2 <= (count2 + 1);
end
 else if ((count2 == timeconst))
begin
 count2 <= 0;
 count3 <= (count3 + 1);
end
 else if ((count3 == timeconst))
begin
 count3 <= 0;
 d <= ~ (d);
end
 cout <= d;
end  
endmodule
==> flow/run.sh <==
#!/bin/bash
# OpenROAD 26Q1-2900-gdf79404cd8, Yosys 0.63+post, stock flow scripts
make -C /OpenROAD-flow-scripts/flow DESIGN_CONFIG=/design/flow/config.mk WORK_HOME=/design/flow/orfs finish
==> flow/config.mk <==
export PLATFORM = sky130hd
export DESIGN_NAME = s_clock_divider
export DESIGN_NICKNAME = s_clock_divider
export VERILOG_FILES = /design/flow/design.v
export SDC_FILE = /design/flow/constraint.sdc
export NUM_CORES = 4
export LEC_CHECK = 1
export CORE_UTILIZATION = 40
==> flow/constraint.sdc <==
current_design s_clock_divider

set clk_period 7.2
set clk_io_pct 0.2

create_clock -name clk0 -period $clk_period [get_ports {cin}]

set non_clock_inputs [all_inputs -no_clocks]
set_input_delay [expr $clk_period * $clk_io_pct] -clock clk0 $non_clock_inputs
set_output_delay [expr $clk_period * $clk_io_pct] -clock clk0 [all_outputs]
==> results.yml <==
# yosys + openroad results
routing:
  drt-total-wl_um: 12000
  vias_per_cell: 5.23
  drt-initial-drc-count: 273
  ant_nets: 0
  drc: 0
  drt_first_pass_iters: 6
  num_vias: 4718
  antennaDiodeCount: 0
  wire_per_inst_um: 13.3
final_layout:
  fillers: 1492
  syn_to_final_growth_pct: 12.2
  final_core_util_pct: 46.0
  drive_gt1_share_pct: 7.92
logic_synthesis:
  ys_async_sr_fraction_pct: 0
  xor_area_share_pct: 14.5
  yosysTopAreaCell: "edfxtp_1"
  synth_cells: 660
  ys_area_um2: 6800
  synth.cellmix.simpleShare_pct: 28.0
  synth_top_area_share_pct: 42.8
  ys.flops: 130
  avgSynthCellArea_um2: 10.3
  yosysWarnings: 1
  syn_area_um2: 6800
  ys_sh_mux_pct: 0
  postSynthSeqShare_pct: 52.5
  ys_sh_aoi_pct: 1.07
  ys_top_logic_family: "simple AND/OR/NAND/NOR gates"
  synth_stat.cells: 660
  ys_types: 34
  adder_share_pct: 1.47
  ff_type: "edfxtp_1"
  edf_count: 97
  ys_top_cells_by_area: "edfxtp_1 43%, dfxtp_1 9.7%, xor2_1 7.6%"
final_timing:
  hold_viol: 0
  setup_viol: 0
  period_used_pct: 44.2
  tns_ns: 0
  tightest_slew_ns: 0.789
  fmax_mhz: 314
  slew_viol_final: 0
  fin_crit_ns: 3.18
  skew_ns: 0.00896
  setup_ws_ns: 4.02
  slew_headroom_pct: 47.2
  grt_setup_unrepaired: "no"
pwr:
  p_per_area_nw_per_um2: 212
  pwr-share-comb_pct: 0
  internal_power_uw: 1290
  irDropWorstVdd_mv: 0.179
  leakage_uw: 0.00286
  clkPwrFrac_pct: 50.8
  pwr-share-seq_pct: 49.2
  swShare_pct: 19.9
  p_sw_uw: 321
outcome:
  status: "finished, final reports clean"
flow_run:
  drv_cap: 0
  warnings: 29
clock_tree:
  numCtsBuffers: 17
  cts_tree: "yes"
  post_cts_buffers: 0
  clk_pin_slew_ns: 0.06
  cts_buffer_depth: 2
  clkLatencyLatePin_ns: 0.41
  htree_levels: 4
  cts_root_buf: "clkbuf_16"
  cts_resized: 0
  cts_num_sinks: 130
  ctsHoldBuffers: 0
setup_path:
  worst-path-buf-inv: 4
  reg2regPathDepth: 10
  worstSetupPathType: "reg2reg"
  setup.worst_path.end_class: "register"
  cp-start-kind: "register"
  crit_arrival_ns: 3.24
  cp.depth: 10
  critPathMaxStageDelay_ns: 0.50
  worst_ep_required_time_ns: 7.26
  path_cells: "inv_1 > ha_1 > nor4b_1 > and4_1 > nand4_1 > buf_4 > nand2_1 > buf_4 > a21oi_2 > buf_4"
  crit_top_cell: "buf_4"
  slowest_stage: "nand2_1"
  critPathTopFamily: "buffers and inverters"
  cp_max_fo: 34
global_route:
  grt_usage_pct: 15.3
  antenna_found_initial: 0
  grt_pass1_vias: 4501
  grt_pass1_wl_um: 21100
  grt_max_degree: 42
  grt-ovfl-total: 0
die:
  io_pins: 2
  die_area_um2: 17500
  dieWidth_um: 132
  fp-row-count: 47
  core_area_um2: 16600
  fp_util_pct: 41.0
  fp.dieH_um: 132
placement:
  portBuffers: 1
  place_hpwl_um: 7710
  pre_cts_ws_ns: 3.97
  gp_congestion: 0.827
min_path:
  min_path_cells: 0
  min-delay-path-class: "reg2reg"
## final cells by class
cell class | instances | area (um^2) | share of cell area [%]
Clock inverter | 11 | 100 | 1.31
Sequential cell | 130 | 3570 | 46.8
Inverter | 22 | 82.6 | 1.08
Tap cell | 220 | 275 | 3.61
Timing Repair Buffer | 8 | 62.6 | 0.820
Clock buffer | 21 | 463 | 6.07
Multi-Input combinational cell | 490 | 3070 | 40.3
## synth_stat cells, types with 3 or more instances
library cell and n:
nor3_1 13, xor2_1 59, inv_1 22, a21oi_1 8, nand3_1 52, buf_2 5
edfxtp_1 97, nor4_2 3, o21ai_0 5, and2_1 11, and3_1 18, nand4_1 43
nor4b_1 4, ha_1 8, dfxtp_1 33, clkbuf_1 12, or3_1 7, and4_1 13
nor2_1 109, nor4_4 3, nand2_1 44, nor4_1 22, xnor2_1 54
## registers in the layout, summed over array words and instances, names as in the netlist
register,cells
d,1
count1,32
count3,32
count0,32
cout,1
count2,32
## through the flow
stage,area (um^2),cells,hold slack (ns),power [uW]
floorplan,6800,660,0.348,810
global placement,7070,870,0.360,810
detailed placement,7070,870,0.370,810
CTS,7630,902,0.383,1630
global route,7630,902,0.401,1670
finish,7630,902,0.381,1610
## power by group through the flow
| stage | clock network, uW | logic [uW] | registers (uW) |
|---|---|---|---|
| final | 820 | 0.00119 | 794 |
| after global routing | 871 | 0.00119 | 794 |
| after CTS | 835 | 0.00119 | 794 |
## layout by cell type, fill, tap and decap left out, types with 3 or more instances in the layout
master,n
nor2_1,109
edfxtp_1,97
xor2_1,59
xnor2_1,54
nand3_1,52
nand2_1,44
nand4_1,43
dfxtp_1,33
inv_1,22
nor4_1,22
and3_1,18
clkbuf_16,18
and4_1,13
nor3_1,13
and2_1,11
ha_1,8
or3_1,7
a21oi_1,7
buf_4,7
o21ai_0,5
nor4b_1,4
inv_4,4
nor4_2,3
nor4_4,3
clkinv_4,3
## path summary, 6_finish.rpt
path              from         end  slack, ns
max          count1[0]  count3[16]       4.02
min                  d        cout       0.38
max reg2reg  count1[0]  count3[16]       4.02
min reg2reg          d        cout       0.38
## routing by layer
layer,vias up,track usage (%),part of all wire (%)
met5,-,0,0
met4,0,2.04,1.2
met3,11,4.02,3.7
met2,72,22.2,44
met1,2240,25.0,51
li1,2395,-,-
## cells by family after synthesis
kind of cell	Yosys count
AND-OR/OR-AND	14
XOR/XNOR	113
adder cells (fa/ha/maj)	8
buffers and inverters	40
flip-flops	130
AND/OR/NAND/NOR	355
Power and IR drop assume default switching activity.
